## design/flow/config.mk

```make
export PLATFORM = sky130hd
export DESIGN_NAME = AXI_BFM
export DESIGN_NICKNAME = AXI_BFM
export VERILOG_FILES = /design/flow/design.v
export SDC_FILE = /design/flow/constraint.sdc
export NUM_CORES = 4
export LEC_CHECK = 1
export CORE_AREA = 10 10 93 93
export DIE_AREA = 0 0 103 103
```

## design/flow/constraint.sdc

```tcl
current_design AXI_BFM

set clk_period 1.4
set clk_io_pct 0.2

create_clock -name clk0 -period $clk_period [get_ports {clk}]

set non_clock_inputs [all_inputs -no_clocks]
set_input_delay [expr $clk_period * $clk_io_pct] -clock clk0 $non_clock_inputs
set_output_delay [expr $clk_period * $clk_io_pct] -clock clk0 [all_outputs]
```

## design/flow/design.v

```verilog
module AXI_BFM(
    input clk,
    input reset_n,
    input [31:0] U_ADRR,
    input [15:0] SW,
    output reg C_VALID,
    output reg [31:0] C_ADRR,
    output reg [31:0] C_DATA,
    output reg [3:0] C_STRB,
    output reg C_VALID_R,
    output reg [31:0] C_ADRR_R,
    output reg [14:0] led
    );
    wire flag_m;
    assign flag_m = SW[15] ? 1 : 0;
    reg [10:0] clk_div;
    always@(posedge clk) begin
        if(!reset_n)
            clk_div <= 0;
        else
            clk_div <= clk_div + 1;
    end
    always@(posedge clk) begin
        if(!reset_n) begin
            C_VALID <= 0;
            C_ADRR <= 0;
            C_DATA <= 0;
            C_STRB <= 0;
        end
        else begin
            C_DATA <= {16'b0, SW[14:0]};  
            C_ADRR <= 0;                 
            C_STRB <= 4'b1111;             
            if (flag_m == 1) begin 
                C_VALID <= 1;
                if (clk_div[1]) begin
                    C_VALID <= 0;
                end
            end
        end
    end
    always @(posedge clk) begin
        if (!reset_n) begin
            C_VALID_R <= 0;
            led = 16'b1000_0000_0000_0000;
        end
        else begin
            C_ADRR_R <= 0;             
            if (flag_m == 0) begin
                C_VALID_R <= 1;       
                if (clk_div[1]) begin
                    C_VALID_R <= 0; 
                    led <= U_ADRR[14:0];
                end
            end
        end
    end
endmodule
```

## design/flow/run.sh

```bash
#!/bin/bash
# OpenROAD 26Q1-2900-gdf79404cd8, Yosys 0.63+post, stock flow scripts
make -C /OpenROAD-flow-scripts/flow DESIGN_CONFIG=/design/flow/config.mk WORK_HOME=/design/flow/orfs finish
```

==> impl_metrics.json <==
{
  "setup-tns-final_ps": 0,
  "crit_path_start": "C_STRB[2]",
  "ys_seq_elements": 35,
  "fmax_mhz": 735,
  "min_path_type": "reg2reg",
  "cts.htree.levels": 2,
  "die_area_mm2": 0.0106,
  "critPathLaunchType": "register",
  "clockRootBuffer": "clkbuf_8",
  "wire_per_inst_um": 12.0,
  "tool_warnings": 42,
  "coreArea_mm2": 0.00676,
  "num_rows": 30,
  "drive_gt1_frac": 0.128,
  "fin_crit_ps": 1360,
  "path_cells": "clkdlybuf4s50_1",
  "grt_pass1_vias": 1309,
  "area_growth_pct": 32.4,
  "period_used_share": 0.972,
  "hold_viol": 0,
  "design_area_mm2": 0.00241,
  "die_w_um": 103,
  "r2r-start": "clk_div[1]",
  "diodes": 0,
  "critical-path-slowest-cell": "clkdlybuf4s50_1",
  "track_usage": 0.0687,
  "overflow": 0,
  "final_core_util": 0.357,
  "ant_nets": 0,
  "clk_pin_slew_worst_paths_ps": 70,
  "critPathMaxStageDelay_ps": 460,
  "yosysWarnings": 1,
  "grt_pass1_wl_mm": 5.89,
  "crit_fanout": 4,
  "syn_avg_cell_area_um2": 9.34,
  "ys_seq_share": 0.385,
  "boundaryPins": 167,
  "whs_ps": 431,
  "placed_cells": 336,
  "insertion_delay_ps": 280,
  "topCellsByArea": "dfxtp_1 38%, buf_4 35%, mux2i_1 8.2%",
  "clock_path_buffers": 2,
  "first_iter_violations": 25,
  "outcome": "completed",
  "netlist.area_leader.share": 0.385,
  "wirelength_mm": 4.13,
  "skew_ps": 4.27,
  "cp.arrival_ps": 1080,
  "cts.sinks": 35,
  "antenna_found_initial": 0,
  "area.combinational_um2": 731,
  "grt_max_degree": 51,
  "vias_per_cell": 3.41,
  "die_h_um": 103,
  "cts_tree": "yes",
  "gp_congestion": 0.666,
  "core_util_floorplan": 0.269,
  "syn_area_mm2": 0.00182,
  "placed_area_mm2": 0.00227,
  "syn_inst": 195,
  "cp_data_required_time_ps": 1120,
  "drtPass1Iterations": 3,
  "hpwl_mm": 3.31,
  "vias": 1175,
  "fin_ws_ps": 39.2,
  "top_area_cell": "dfxtp_1",
  "worst-path-buf-inv": 1,
  "cts_buffers": 5,
  "fin_cells": 345,
  "synth.distinct_cells": 16,
  "total_power_mw": 2.09,
  "n_fill_cell": 679,
  "yosys_cells": 195,
  "end_kind": "output port",
  "final-seq-area_um2": 724,
  "max_cap_viol_count": 0,
  "drc": 0,
  "crit_type": "reg2out",
  "setup_violations": 0,
  "maxSlewViolCount": 0,
  "ir_worst_vdd_mv": 0.361,
  "cellPowerDensity_mw_per_mm2": 868,
  "hold_start": "clk_div[0]",
  "io_buffers": 68,
  "cp_top_family": "buffers and inverters",
  "power_leakage_nw": 1.21,
  "dp_slack_ps": 26.0,
  "yosys_area_mm2": 0.00182
}
==> synthesized netlist by cell type <==
cell / count
buf_4: 86
xor2_1: 1
nor2b_2: 1
conb_1: 1
and2_1: 16
buf_6: 1
mux2i_1: 15
o211a_1: 1
buf_12: 1
nand2_1: 31
nor2b_4: 1
dfxtp_1: 35
nor2b_1: 1
nor3b_2: 1
clkbuf_1: 2
buf_2: 1
==> cell families (layout without fill, tap and decap cells) <==
| group | count (synthesis) | count (layout) | share of synthesized area |
|---|---|---|---|
| other | 1 | 81 | 0.00206 |
| buffers and inverters | 91 | 81 | 0.379 |
| AND-OR/OR-AND | 1 | 1 | 0.00550 |
| XOR/XNOR | 1 | 1 | 0.00481 |
| multiplexers | 15 | 15 | 0.0825 |
| AND/OR/NAND/NOR | 51 | 51 | 0.142 |
| flip-flops | 35 | 35 | 0.385 |
==> layer usage <==
| layer | global-route usage | wire length [um] |
|---|---|---|
| met4 | 0.00749 | 22 |
| met2 | 0.114 | 1850 |
| met1 | 0.0841 | 1840 |
| met3 | 0.0291 | 428 |
| met5 | 0 | 0 |
==> layout make-up <==
cell class	count	share of cell area
multi-input cells	149	0.303
repair buffers	73	0.320
flip-flops and latches	35	0.300
clock buffers	6	0.0301
clock inverters	2	0.00519
well taps	80	0.0415
==> flip-flops by register name, summed over array words and instances, names as in the netlist <==
signal and flops:
C_VALID_R 1, C_VALID 1, C_DATA 15, led 15, clk_div 2, C_STRB 1
==> where the power goes <==
part	internal, mW	total [mW]	switching [mW]
clock	0.347	0.708	0.361
combinational	0.218	0.309	0.0915
sequential	1.06	1.08	0.0210
total	1.62	2.09	0.473
==> cell usage in the layout (no fill, tap or decap), types with 3 or more instances in the layout <==
cell type / netlist / routed
conb_1: 1 / 81
dfxtp_2: 0 / 19
dlymetal6s2s_1: 0 / 11
clkbuf_8: 0 / 5
and2_1: 16 / 16
dfxtp_1: 35 / 16
mux2i_1: 15 / 15
clkdlybuf4s50_1: 0 / 57
nand2_1: 31 / 31
buf_4: 86 / 3
==> worst paths after layout <==
check,end,slack [ps],cells after the start
max,C_STRB[1],40,1
max reg2reg,led[6],410,3
min,clk_div[0],430,1
min reg2reg,clk_div[0],430,1
==> timing repair <==
item                                    4_1_cts  5_1_grt
buffers inserted                              0        1
gates resized                                 5       25
endpoints found under the setup margin        8       22
hold buffers                                  0        0
Power is estimated from default activity; no workload was simulated.
