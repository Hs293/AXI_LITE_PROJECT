### /design/flow/run.sh
#!/bin/bash
# OpenROAD 26Q1-2900-gdf79404cd8, Yosys 0.63+post, stock flow scripts
make -C /OpenROAD-flow-scripts/flow DESIGN_CONFIG=/design/flow/config.mk WORK_HOME=/design/flow/orfs finish
### /design/flow/config.mk
export PLATFORM = sky130hd
export DESIGN_NAME = AXI_LITE_PROJ
export DESIGN_NICKNAME = AXI_LITE_PROJ
export VERILOG_FILES = /design/flow/design.v
export SDC_FILE = /design/flow/constraint.sdc
export NUM_CORES = 4
export LEC_CHECK = 1
export CORE_UTILIZATION = 30
### /design/flow/constraint.sdc
current_design AXI_LITE_PROJ

set clk_period 6.8
set clk_io_pct 0.2

create_clock -name clk0 -period $clk_period [get_ports {clk}]

set non_clock_inputs [all_inputs -no_clocks]
set_input_delay [expr $clk_period * $clk_io_pct] -clock clk0 $non_clock_inputs
set_output_delay [expr $clk_period * $clk_io_pct] -clock clk0 [all_outputs]
### /design/flow/design.v
module AXI_LITE_PROJ #(
    parameter   ADDRESS     =   32,
    parameter   DATA_WIDTH  =   32
)
(
    input                   clk,
    input                   reset_n,
    input      [31:0]       C_ADRR,
    input      [31:0]       C_DATA,
    input                   C_VALID,
    input                   C_VALID_R,
    input      [31:0]       C_ADRR_R,
    output     [31:0]       C_DATA_READ,
    input      [3:0 ]       C_STRB,
    output reg              READY_S
);
 wire                       S_AWREADY;
 wire                       M_AWVALID;
 wire          [31: 0]      M_AWADDR;
 wire                       S_WREADY;
 wire                       M_WVALID;
 wire          [31: 0]      M_WDATA;
 wire                       S_BVALID;
 wire          [1 : 0]      S_BRESP;
 wire                       M_BREADY;
 wire                       S_ARREADY;
 wire                       M_ARVALID;
 wire          [31: 0]      M_ARADDR;
 wire                       S_RREADY;
 wire                       M_RVALID;
 wire          [31: 0]      S_RDATA;
 wire          [3 : 0]      M_WSTRB;
 wire                       READY;
always @(*) READY_S = READY;
 AXI_MASTER            AXI_M(
    .ACLK(clk),
    .ARESETN(reset_n),
    .AWREADY(S_AWREADY),
    .AWVALID(M_AWVALID),
    .AWADDR(M_AWADDR),
    .WREADY(S_WREADY),
    .WVALID(M_WVALID),
    .WDATA(M_WDATA),
    .WSTRB(M_WSTRB),
    .BVALID(S_BVALID),
    .BRESP(S_BRESP),
    .BREADY(M_BREADY),
    .READY(READY),
    .ARREADY(S_ARREADY),
    .ARVALID(M_ARVALID),
    .ARADDR(M_ARADDR),
    .RREADY(S_RREADY),
    .RVALID(M_RVALID),
    .RDATA(S_RDATA),
    .C_ADRR(C_ADRR),
    .C_DATA(C_DATA),
    .C_VALID(C_VALID),
    .C_VALID_R(C_VALID_R),
    .C_ADRR_R(C_ADRR_R),
    .C_DATA_READ(C_DATA_READ),
    .C_STRB(C_STRB)
    );
AXI_SLAVE               AXI_S(
    .ACLK(clk),
    .ARESETN(reset_n),
    .AWREADY(S_AWREADY),
    .AWVALID(M_AWVALID),
    .AWADDR(M_AWADDR),
    .WREADY(S_WREADY),
    .WVALID(M_WVALID),
    .WDATA(M_WDATA),
    .WSTRB(M_WSTRB),
    .BVALID(S_BVALID),
    .BRESP(S_BRESP),
    .BREADY(M_BREADY),
    .ARREADY(S_ARREADY),
    .ARVALID(M_ARVALID),
    .ARADDR(M_ARADDR),
    .RREADY(S_RREADY),
    .RVALID(M_RVALID),
    .RDATA(S_RDATA)
    );
endmodule
module AXI_MASTER(
    input ACLK,
    input ARESETN,
    input              AWREADY,
    output reg         AWVALID,
    output reg [31:0]  AWADDR,
    input              WREADY,
    output reg         WVALID,
    output reg [31:0]  WDATA,
    output reg [3:0 ]  WSTRB,
    input              BVALID,
    input      [1:0]   BRESP,
    output reg         BREADY,
    output reg         READY,
    input              ARREADY,
    output reg         ARVALID,
    output reg [31:0]  ARADDR,
    input               RREADY,
    output reg          RVALID,
    input      [31:0]   RDATA,
    input      [31:0]  C_ADRR,
    input      [31:0]  C_DATA,
    input              C_VALID,
    input              C_VALID_R,
    input      [31:0]  C_ADRR_R,
    output     [31:0]  C_DATA_READ,
    input      [3:0 ]  C_STRB
    );
    parameter   AW_IDLE     =    2'b01;
    parameter   AW_VALID    =    2'b10;
    reg      [1:0 ]  AW_STATE, AW_NEXT_STATE;
    reg      [31:0]  AW_DATA;
    always @(posedge ACLK or negedge ARESETN) begin
        if (!ARESETN) begin
            AW_STATE <= AW_IDLE;
            AW_DATA <= 0;
        end
        else begin
            AW_STATE <= AW_NEXT_STATE;
        end    
    end
    always @(negedge ACLK) begin
        if (!ARESETN) begin
            AW_NEXT_STATE <= AW_IDLE;
            AWVALID       <= 0;
            AWADDR        <= 0;
        end
        else begin
            case (AW_STATE)
                AW_IDLE : begin
                    AWVALID <= 0;
                    if (C_VALID) begin
                        AW_NEXT_STATE <= AW_VALID;
                        AW_DATA <= C_ADRR;
                    end
                end
                AW_VALID : begin
                    AWVALID <= 1;
                    AWADDR <= AW_DATA;
                    if ( AWVALID && AWREADY ) begin
                        AW_NEXT_STATE <= AW_IDLE;
                         AWVALID <= 0;
                    end
                end
            endcase
        end
    end
    parameter   W_IDLE     =    2'b01;
    parameter   W_VALID    =    2'b10;
    reg      [1:0 ] W_STATE, W_NEXT_STATE;
    reg      [31:0] W_DATA;
    reg      [3: 0] W_STRB;
        always @(posedge ACLK or negedge ARESETN) begin
        if (!ARESETN) begin
            W_STATE     <= W_IDLE;
        end
        else begin
            W_STATE     <= W_NEXT_STATE;
        end    
    end
    always @(negedge ACLK) begin
        if (!ARESETN) begin
            W_NEXT_STATE <= W_IDLE;
            WVALID       <= 0;
            WDATA        <= 0;
            WSTRB        <= 0;
        end
        else begin
            case (W_STATE)
                W_IDLE : begin
                    WVALID   <= 0;
                    if (C_VALID) begin
                        W_NEXT_STATE <= W_VALID;
                        W_DATA  <= C_DATA;
                        W_STRB  <= C_STRB;
                    end
                end
                W_VALID : begin
                    WVALID   <= 1;
                    WDATA    <= W_DATA;
                    WSTRB    <= W_STRB;
                    if (WVALID && WREADY) begin
                        W_NEXT_STATE <= W_IDLE;
                        WVALID   <= 0;
                    end
                end
            endcase
        end
    end
    parameter   B_IDLE     =    2'b01;
    parameter   B_VALID    =    2'b10;
    reg      [1:0] B_STATE, B_NEXT_STATE;
    reg      [1:0] B_DATA;
    always @(posedge ACLK or negedge ARESETN) begin
        if (!ARESETN) begin
            B_STATE      <= B_IDLE;
        end
        else begin
            B_STATE      <= B_NEXT_STATE;
        end    
    end
    always @(negedge ACLK) begin
        if (!ARESETN) begin
            B_NEXT_STATE <= B_IDLE;
            BREADY       <= 0;
            READY        <= 0;
        end
        else begin
            case (B_STATE)
                B_IDLE : begin
                    BREADY   <= 0;
                    if (WVALID) begin
                        B_NEXT_STATE <= B_VALID;
                    end
                end
                B_VALID : begin
                    BREADY   <= 1;
                    if (BVALID && BREADY) begin
                        B_NEXT_STATE <= B_IDLE;
                        B_DATA       <= BRESP;
                        READY        <= 1'b1;
                    end
                end
            endcase
        end
    end
    parameter   AR_IDLE     =    2'b01;
    parameter   AR_VALID    =    2'b10;
    reg         [1:0]  AR_STATE, AR_NEXT_STATE;          
    reg         [31:0] AR_ADDR_SAVE_DATA;
    always @(posedge ACLK or negedge ARESETN) begin
        if (!ARESETN) begin
            AR_STATE <= AR_IDLE;
        end
        else begin
            AR_STATE <= AR_NEXT_STATE;
        end
    end
    always @(negedge ACLK) begin
        if (!ARESETN) begin
            AR_NEXT_STATE <= AR_IDLE;
            AR_ADDR_SAVE_DATA <= 0;
        end
        else begin
            case(AR_STATE)
                AR_IDLE : begin
                    ARVALID <= 0;
                    if(C_VALID_R) begin
                        AR_NEXT_STATE <= AR_VALID;
                        AR_ADDR_SAVE_DATA <= C_ADRR_R;
                    end
                end
                AR_VALID : begin
                    ARVALID <= 1;
                    ARADDR <= AR_ADDR_SAVE_DATA;
                    if(ARVALID && ARREADY) begin
                        AR_NEXT_STATE <= AR_IDLE;
                        ARVALID <= 0;
                    end
                end
            endcase
        end
    end
    parameter   R_IDLE      =   3'b001;
    parameter   R_VALID     =   3'b010;
    parameter   R_SAVE      =   3'b100;
    reg             [2:0]  R_STATE, R_NEXT_STATE;
    reg             [31:0] R_SAVE_DATA;
    reg             [31:0] R_MASTER_DATA;
    assign C_DATA_READ = R_MASTER_DATA;
    always @(posedge ACLK or negedge ARESETN) begin
        if(!ARESETN)begin
            R_STATE <= R_IDLE;
        end
        else begin
            R_STATE <= R_NEXT_STATE;
        end
    end
    always @(negedge ACLK) begin
        if(!ARESETN)begin
            R_NEXT_STATE <= R_IDLE;
            R_SAVE_DATA <= 0;
        end
        else begin
            case(R_STATE)
                R_IDLE : begin
                    RVALID <= 0;
                    R_MASTER_DATA <= R_SAVE_DATA;
                    if(C_VALID_R) begin
                        R_NEXT_STATE <= R_VALID;
                    end
                end
                R_VALID : begin
                    RVALID <= 1;
                    if(RVALID && RREADY) begin
                        R_NEXT_STATE <= R_SAVE;
                        RVALID <= 0;
                    end
                end
                R_SAVE : begin
                    R_SAVE_DATA <= RDATA;
                    if(!RVALID) begin
                        R_NEXT_STATE <= R_IDLE;
                    end
                end
            endcase
        end
    end
endmodule
module AXI_SLAVE(
    input ACLK,
    input ARESETN,
    output reg        AWREADY,
    input             AWVALID,
    input      [31:0] AWADDR,
    output reg        WREADY,
    input             WVALID,
    input      [31:0] WDATA,
    input      [3:0 ] WSTRB,
    output reg       BVALID,
    output reg [1:0] BRESP,
    input            BREADY,
    output reg       ARREADY,
    input            ARVALID,
    input     [31:0] ARADDR,
    output reg      RREADY,
    input           RVALID,
    output  [31:0]  RDATA
    );
    parameter   AW_IDLE     =    2'b01;
    parameter   AW_VALID    =    2'b10;
    reg      [1:0 ]  AW_STATE, AW_NEXT_STATE;
    reg      [31:0]  AW_ADDR_SAVE_DATA;
    always @(posedge ACLK or negedge ARESETN) begin
        if (!ARESETN) begin
            AW_STATE <= AW_IDLE;
        end
        else begin
            AW_STATE <= AW_NEXT_STATE;
        end    
    end
    always @(negedge ACLK) begin
        if (!ARESETN) begin
            AW_NEXT_STATE <= AW_IDLE;
            AWREADY       <= 0;
            AW_ADDR_SAVE_DATA <= 0;
        end
        else begin
            case (AW_STATE)
                AW_IDLE : begin
                    AWREADY <= 0;
                    if (AWVALID) begin
                        AW_NEXT_STATE <= AW_VALID;
                    end
                end
                AW_VALID : begin
                    AWREADY <= 1;
                    if ( AWVALID && AWREADY ) begin
                        AW_NEXT_STATE <= AW_IDLE;
                        AW_ADDR_SAVE_DATA <= AWADDR;
                        AWREADY       <= 0;
                    end
                end
            endcase
        end
    end
    parameter   W_IDLE     =    3'b001;
    parameter   W_VALID    =    3'b010;
    parameter   W_SAVE     =    3'b100;
    reg      [2:0]  W_STATE, W_NEXT_STATE;
    reg      [31:0] W_SAVE_DATA;
    reg      [3:0]  W_STRB_REG;
    reg      [7:0] slave_mem [0:31];
        always @(posedge ACLK or negedge ARESETN) begin
            if(!ARESETN) begin
                W_STATE <= W_IDLE;
            end
            else begin
                W_STATE <= W_NEXT_STATE;
            end
        end
    always @(negedge ACLK) begin
        if (!ARESETN) begin
            W_NEXT_STATE <= W_IDLE;
            W_SAVE_DATA  <= 0;
            W_STRB_REG        <= 0;
        end
        else begin
            case (W_STATE)
                W_IDLE : begin
                    WREADY   <= 0;
                    if (WVALID) begin
                        W_NEXT_STATE <= W_VALID;
                    end
                end
                W_VALID : begin
                    WREADY   <= 1;
                    if (WVALID && WREADY) begin
                        WREADY   <= 0;
                        W_NEXT_STATE <= W_SAVE;
                        W_SAVE_DATA  <= WDATA;
                        W_STRB_REG <= WSTRB;
                    end
                end
                W_SAVE : begin
                    if(W_STRB_REG[0]) begin
                    slave_mem[AW_ADDR_SAVE_DATA    ] <= W_SAVE_DATA[7:0];     
                    end
                    if(W_STRB_REG[1]) begin
                    slave_mem[AW_ADDR_SAVE_DATA + 1] <= W_SAVE_DATA[15:8];    
                    end
                    if(W_STRB_REG[2]) begin
                    slave_mem[AW_ADDR_SAVE_DATA + 2] <= W_SAVE_DATA[23:16];   
                    end
                    if(W_STRB_REG[3]) begin
                    slave_mem[AW_ADDR_SAVE_DATA + 3] <= W_SAVE_DATA[31:24];   
                    end
                    if (!WREADY) begin
                        W_NEXT_STATE <= W_IDLE;
                    end
                end
            endcase
        end
    end
    parameter   B_IDLE     =    2'b01;
    parameter   B_VALID    =    2'b10;
    reg      [1:0] B_STATE, B_NEXT_STATE;
    reg      [1:0] B_DATA;
    always @(posedge ACLK or negedge ARESETN) begin
        if (!ARESETN) begin
            B_STATE      <= B_IDLE;
        end
        else begin
            B_STATE      <= B_NEXT_STATE;
        end    
    end
    always @(negedge ACLK) begin
        if (!ARESETN) begin
            B_NEXT_STATE <= B_IDLE;
            BVALID       <= 0;
            B_DATA       <= 0;
        end
        else begin
            case (B_STATE)
                B_IDLE : begin
                    BVALID   <= 0;
                    if (WVALID && WREADY) begin
                        B_NEXT_STATE <= B_VALID;
                        BRESP <= 2'b00;
                    end
                end
                B_VALID : begin
                    BVALID   <= 1;
                    if (BVALID && BREADY) begin
                        B_NEXT_STATE <= B_IDLE;
                    end
                end
            endcase
        end
    end
    parameter   AR_IDLE     =   2'b01;
    parameter   AR_VALID    =   2'b10;
    reg         [1:0]  AR_STATE, AR_NEXT_STATE;
    reg         [31:0] AR_ADDR_SAVE_DATA;
    always @(posedge ACLK or negedge ARESETN) begin
        if(!ARESETN) begin
            AR_STATE <= AR_IDLE;
        end
        else begin
            AR_STATE <= AR_NEXT_STATE;
        end
    end
    always @(negedge ACLK) begin
        if(!ARESETN) begin
            AR_NEXT_STATE <= AR_IDLE;
            AR_ADDR_SAVE_DATA <= 0;
        end
        else begin
            case(AR_STATE)
                AR_IDLE : begin
                    ARREADY <= 0;
                    if(ARVALID)begin
                        AR_NEXT_STATE <= AR_VALID;
                        AR_ADDR_SAVE_DATA <= ARADDR;
                    end
                end
                AR_VALID : begin
                    ARREADY <= 1;
                    if(ARVALID && ARREADY) begin
                        AR_NEXT_STATE <= AR_IDLE;
                        ARREADY <= 0;
                    end
                end
            endcase
        end
    end
    parameter   R_IDLE      =   3'b001;
    parameter   R_VALID     =   3'b010;
    parameter   R_SAVE      =   3'b010;
    reg             [2:0]  R_STATE, R_NEXT_STATE;
    reg             [31:0] R_SAVE_DATA;
    assign RDATA = R_SAVE_DATA;   
    always @(posedge ACLK or negedge ARESETN) begin
        if(!ARESETN) begin
            R_STATE <= R_IDLE;
        end
        else begin
            R_STATE <= R_NEXT_STATE;
        end
    end
    always @(negedge ACLK or negedge ARESETN) begin
        if(!ARESETN) begin
            R_NEXT_STATE <= R_IDLE;
            RREADY <= 0;
        end
        else begin
            case(R_STATE)
                R_IDLE : begin
                RREADY <= 0;
                    if(RVALID) begin
                        R_NEXT_STATE <= R_VALID;
                    end
                end
                R_VALID: begin
                RREADY <= 1;
                    if (RVALID && RREADY) begin
                        R_SAVE_DATA <= {slave_mem[AR_ADDR_SAVE_DATA + 3],
                                        slave_mem[AR_ADDR_SAVE_DATA + 2],
                                        slave_mem[AR_ADDR_SAVE_DATA + 1],
                                        slave_mem[AR_ADDR_SAVE_DATA]};
                        RREADY <= 0;
                        R_NEXT_STATE <= R_IDLE;
                    end
                end
            endcase
        end
    end
endmodule
==> flow_summary.yaml <==
# implementation run metrics
status:
  status: "complete, but fails checks"
  violations: "design-rule violations"
global_route:
  grt_use_met3_pct: 4.75
  grt_usage_pct: 11.2
  busiest_layer: "met1"
  met1_usage_pct: 16.2
  antenna_found_initial: 0
  grt_max_degree: 49
  grt_pass1_wl_um: 32100
  grt_overflow_total: 0
  use_met2_pct: 15.1
  grt_pass1_vias: 7118
timing:
  setup_viol: 0
  setup_tns_ns: 0
  finClkSkew_ns: 0.0604
  worst_slack_ns: 0.585
  tightest_slew_ns: 0.608
  slew_viol_final: 0
  maxSlewHeadroom_pct: 59.4
  timing_hold_violations_final: 0
  rsz0062_at_grt: "false"
synth:
  synth_cell_types: 48
  ys_async_sr_fraction_pct: 7.32
  yosysCellCount: 796
  synth_area_um2: 10900
  postSynthSeqShare_pct: 66.5
  synth.avg_cell_area_um2: 13.7
  ys_chip_area_um2: 10900
  synthCells: 796
  edf_count: 138
  synth_top_flop_cell: "edfxtp_1"
  ys.flops: 287
  yosysWarningCount: 67
setup_path:
  crit_fanout: 1
  worstPathCellList: "clkdlybuf4s50_1"
  max_stage_delay_ns: 0.48
  cp_num_cells: 1
  required_ns: 5.44
  critPathLaunchType: "flop"
  crit_buf_inv: 1
  worst-setup-path-type: "reg -> out"
  end_kind: "output port"
  critPathSlowestCell: "clkdlybuf4s50_1"
  crit_arrival_ns: 4.85
  reg2reg_depth: 4
  critical-path-top-delay-family: "buffers and inverters"
cts:
  numCtsBuffers: 31
  cts.sinks: 287
  postCtsSetupBuffers: 0
  clock_path_buffers: 3
  cts_root_buf: "clkbuf_16"
  tritoncts: "built"
  clock_latency_ns: 0.61
  cts_hold_buf: 0
  cts-resized-gates: 0
  cts.clk_slew.worst_paths_ns: 0.03
  htree_num_levels: 1
power_and_ir_drop:
  p_per_area_nw_per_um2: 313
  peakVddDrop_uv: 207
  p_leak_nw: 5.69
  total_power_w: 0.00440
layout:
  nFillCells: 3303
  register_area_um2: 7240
  layout-drive-gt1-share_pct: 9.23
  fin_util_pct: 39.4
  layout_top_cells: "293 x inv_1, 156 x nand2_1, 138 x edfxtp_1"
  comb_area_um2: 3360
  syn_to_final_growth_pct: 29.1
  finalNonFillerCells: 1620
  lay_top_count: "inv_1"
route:
  vias: 6847
  dr.pass1.iters: 45
  drtAntennaViolNets: 0
  routed_via_density: 4.23
  drt_iter0_markers: 276
  wirelength_um: 19000
  wire_per_inst_um: 11.7
  remaining_drc_errors: 10
  n_antenna_cell: 0
placed_design:
  dp_hpwl_um: 12200
  dp_slack_ns: 0.559
  dp_cells: 1300
  place_congestion: 0.770
  portBuffers: 74
floorplan:
  fp.coreArea_um2: 35700
  pin_count: 137
  dieArea_um2: 37100
  fp.dieW_um: 193
  rows: 69
  dieHeight_um: 193
  fp_util_pct: 30.5
worst_hold_path:
  min_path_type: "reg -> reg"
  hold_depth: 0
job:
  cap_viol_max_count: 0
  warnings: 360
[metal layers]
metal  up-vias  wire, um
li1       3513         -
met1      3168      9310
met2       135      8120
met3        31      1180
met4         0       382
met5         -         0
[synthesized netlist by cell type (7+ instances only)]
cell | number | area share [%]
a21boi_1 | 30 | 2.1
dfrtp_1 | 10 | 2.3
a21oi_1 | 14 | 0.64
and2_1 | 9 | 0.52
dfstp_2 | 9 | 2.2
nand2_1 | 156 | 5.4
ha_1 | 12 | 1.4
inv_1 | 18 | 0.62
nor2b_1 | 42 | 2.4
mux4_2 | 32 | 6.6
nand2b_1 | 7 | 0.40
buf_2 | 16 | 0.74
clkbuf_1 | 22 | 0.76
a21boi_0 | 9 | 0.62
edfxtp_1 | 138 | 38
dfxtp_1 | 128 | 24
o21ai_0 | 9 | 0.41
mux2i_1 | 74 | 6.8
[final timing paths]
path	slack [ns]	from	to
hold reg to reg	0.42	AXI_M.R_SAVE_DATA[20]$_SDFFE_NN0N_	AXI_M.R_MASTER_DATA[20]$_DFFE_NP_
hold / removal	0.42	AXI_M.R_SAVE_DATA[20]$_SDFFE_NN0N_	AXI_M.R_MASTER_DATA[20]$_DFFE_NP_
max in group asynchronous	2.53	reset_n	AXI_S.R_NEXT_STATE[0]$_DFFE_NN1P_
setup reg to reg	1.48	AXI_S.W_STATE[2]$_DFF_PN0_	AXI_S.W_SAVE_DATA[17]$_SDFFE_NN0P_
setup / recovery	0.59	AXI_M.R_MASTER_DATA[12]$_DFFE_NP_	C_DATA_READ[12]
min in group asynchronous	0.66	reset_n	AXI_S.R_STATE[1]$_DFF_PN0_
[sequential cells by signal, indices dropped and copies added (netlist names), 3 cells and up]
signal               count
AXI_S.W_STATE            3
AXI_S.W_SAVE_DATA       32
AXI_S.W_NEXT_STATE       3
AXI_M.R_MASTER_DATA     32
AXI_S.W_STRB_REG         4
AXI_M.WSTRB              4
AXI_S.slave_mem         32
AXI_M.R_SAVE_DATA       32
AXI_M.W_STRB             4
AXI_M.WDATA             32
AXI_M.W_DATA            32
AXI_M.R_STATE            3
AXI_S.R_SAVE_DATA       32
AXI_M.R_NEXT_STATE       3
[power by group]
group | total, W | switching, W | internal, W
Clock | 0.00214 | 0.00102 | 0.00112
Combinational | 0.000291 | 0.000137 | 0.000153
Sequential | 0.00197 | 0.0000469 | 0.00192
[layout make-up]
class | instances | area share (%)
clock buffers | 33 | 5.64
clock inverters | 288 | 8.29
flip-flops and latches | 287 | 51.5
well taps | 461 | 4.10
repair buffers | 88 | 6.09
multi-input cells | 446 | 23.9
inverters | 17 | 0.454
[stage by stage]
step	hold WS, ns	instance area, um2
2_1_floorplan	0.408	10900
3_3_place_gp	0.415	12100
3_5_place_dp	0.417	12100
4_1_cts	0.422	14100
5_1_grt	0.421	14100
6_report	0.420	14100
[kinds of logic after synthesis]
kind of cell	synth area share [%]
xor+xnor	0.0805
simple gates	10.5
mux	13.4
compound gates	5.36
buf+inv	2.73
flops	66.5
fa+ha+maj	1.38
